==> flow/design.v <==
module dot(input logic clk, input logic rst_n,
          output logic slave_waitrequest,
          input logic [3:0] slave_address,
          input logic slave_read, output logic [31:0] slave_readdata,
          input logic slave_write, input logic [31:0] slave_writedata,
          input logic master_waitrequest,
          output logic [31:0] master_address,
          output logic master_read, input logic [31:0] master_readdata, input logic master_readdatavalid,
          output logic master_write, output logic [31:0] master_writedata);
enum {IDLE, WAIT_READ_WEIGHT, READ_WEIGHT, WAIT_READ_INPUT, READ_INPUT, COMPUTE, DONE} state;
logic [31:0] weight_address;
logic [31:0] input_address;
logic [31:0] input_length;
logic signed [31:0] total;
logic signed [63:0] product;
logic signed [31:0] weight_value, input_value;
logic [31:0] count;
always_ff @(posedge clk) begin
   if (!rst_n) begin
       state <= IDLE;
       total <= 0;
       count <= 0;
       weight_address <= 0;
       input_address <= 0;
       input_length <= 0;
   end else begin
       case (state)
           IDLE: begin
               if (slave_write) begin
                   case (slave_address)
                        4'd0: state <= WAIT_READ_WEIGHT;
                        4'd2: weight_address <= slave_writedata;
                        4'd3: input_address <= slave_writedata;
                        4'd5: input_length <= slave_writedata;
                   endcase
               end
               total <= 0;
               count <= 0;
           end
           WAIT_READ_WEIGHT: begin
               if (count < input_length) begin
                   if(master_waitrequest) state <= WAIT_READ_WEIGHT;
                   else state <= READ_WEIGHT;
               end else state <= DONE;
           end
           READ_WEIGHT: begin
               if (master_readdatavalid) state <= WAIT_READ_INPUT;
           end
           WAIT_READ_INPUT: begin
               if(master_waitrequest) state <= WAIT_READ_INPUT;
               else state <= READ_INPUT;
           end
           READ_INPUT: begin
               if (master_readdatavalid) begin
                   state <= COMPUTE;
               end
           end
           COMPUTE: begin
               if (master_readdatavalid) begin
                   product = weight_value * input_value;
                   total <= total + product[63:32];
                   count <= count + 1;
                   state <= WAIT_READ_WEIGHT;
               end
           end
           DONE: begin
               if (slave_read) begin
                   state <= IDLE;
               end
           end
       endcase
   end
end
   always_comb begin
       case(state)
           IDLE: begin
               slave_waitrequest = 1'b0;
               master_address = 32'd0;
               master_read = 1'd0;
               master_writedata = 32'd0;
               master_write = 1'd0;
               slave_readdata = 32'd0;
           end
           WAIT_READ_WEIGHT: begin
               slave_waitrequest = 1'b1;
               master_address = weight_address + (count << 2);
               master_read = 1'b1;
               master_writedata = 32'd0;
               master_write = 1'b0;
               slave_readdata = 32'd0;
           end
           READ_WEIGHT: begin
               slave_waitrequest = 1'd1;
               master_address = weight_address + (count << 2);
               master_read = 1'b0;
               master_writedata = 32'd0;
               master_write = 1'b0;
               slave_readdata = 32'd0;
           end
           WAIT_READ_INPUT: begin
               slave_waitrequest = 1'b1;
               master_address = input_address + (count << 2);
               master_read = 1'b1;
               master_writedata = 32'd0;
               master_write = 1'b0;  
               slave_readdata = 32'd0;            
           end
           READ_INPUT: begin
               slave_waitrequest = 1'd1;
               master_address = input_address + (count << 2);
               master_read = 1'b0;
               master_writedata = 32'd0;
               master_write = 1'b0;
               slave_readdata = 32'd0;
           end
           COMPUTE: begin
               slave_waitrequest = 1'b1;
               master_address = 32'd0;
               master_read = 1'b0;
               master_writedata = 32'd0;
               master_write = 1'b0;  
               slave_readdata = 32'd0;            
           end
           DONE: begin
               slave_waitrequest = 1'd0;
               master_address = 32'd0;
               master_read = 1'b1;
               master_writedata = 32'd0;
               master_write = 1'b0;  
               if(slave_read) begin
                   slave_readdata = total;
               end
               else slave_readdata = 32'd0;            
           end
           default: begin
               slave_waitrequest = 1'b0;
               master_address = 32'd0;
               master_read = 1'b0;
               master_writedata = 32'd0;
               master_write = 1'b0;
               slave_readdata = 32'd0;
           end
       endcase
   end
endmodule: dot
==> flow/run.sh <==
#!/bin/bash
# OpenROAD 26Q1-2900-gdf79404cd8, Yosys 0.63+post, stock flow scripts
make -C /OpenROAD-flow-scripts/flow DESIGN_CONFIG=/design/flow/config.mk WORK_HOME=/design/flow/orfs finish
==> flow/config.mk <==
export PLATFORM = sky130hd
export DESIGN_NAME = dot
export DESIGN_NICKNAME = dot
export VERILOG_FILES = /design/flow/design.v
export SDC_FILE = /design/flow/constraint.sdc
export NUM_CORES = 4
export LEC_CHECK = 1
export CORE_UTILIZATION = 50
==> flow/constraint.sdc <==
current_design dot

set clk_period 12.3
set clk_io_pct 0.2

create_clock -name clk0 -period $clk_period [get_ports {clk}]

set non_clock_inputs [all_inputs -no_clocks]
set_input_delay [expr $clk_period * $clk_io_pct] -clock clk0 $non_clock_inputs
set_output_delay [expr $clk_period * $clk_io_pct] -clock clk0 [all_outputs]
==> ci_impl_report.md <==
## PnR job results

| Metric | Value |
|---|---|
| Arrival time worst endpoint | `4.59 ns` |
| CTS resizes | `0` |
| Crit-path max FO | `12` |
| First-pass GRT wire length | `35.25 mm` |
| DP HPWL | `approximately 15 mm` |
| CP Launch Type | `flip-flop` |
| Design Area, Final | `roughly 9900 sq um` |
| Worst slew pin tran | `0.9062 ns` |
| TritonCTS Sinks | `135` |
| Port Buffers | `75` |
| Post-synthesis sequential area ratio | `31.63%` |
| Htree depth | `4` |
| GPL Wtd Cong | `0.8693` |
| Max Freq | `0.1419 GHz` |
| Hold-fix buffers, CTS | `0` |
| CP Capture Type | `primary output` |
| Cell Area, Synth | `8543 sq um` |
| Total CTS buffers | `17` |
| Top FF cell, synth | `dfxtp_1` |
| Die width | `roughly 130 um` |
| Switching share of power | `22.02%` |
| Maximum resistive drop on vdd | `roughly 0.00011 V` |
| Max Cap Viol | `0` |
| Status | `finished clean` |
| Cells after Synth | `1110` |
| Worst r2r path cells | `9` |
| Yosys cell types | `around 63` |
| Syn-to-layout area delta | `15.30%` |
| ANT cells | `0` |
| FFs w/ async S/R, synth | `0%` |
| Yosys Instances | `1110` |
| Maximum clock insertion buffer count | `2` |
| Detailed Route WL | `between 20 and 25 mm` |
| Pin count of the biggest net entering global routing | `66` |
| Final min period | `about 7.0 ns` |
| Setup TNS | `0 ns` |
| Worst endpoint required time | `between 9 and 10 ns` |
| Combinational share of power | `4.9%` |
| Log Warnings | `64` |
| Number of synthesis warnings | `65` |
| Hold Path Depth | `2` |
| Layout cell share with drive strength beyond 1 | `8.891%` |
| RSZ-0062 raised after global routing | `no` |
| Seq cells post-synth | `roughly 140` |
| Initial antenna violation count | `0` |
| Reg power frac | `43.0%` |
| Antenna Nets Post-Route | `0` |
| Power share of the clock group | `52.1%` |
| Clk slew on worst S/H paths | `0.06 ns` |
| Worst rel slew slack | `39.52%` |
| Hold/Removal Path Class | `flip-flop to flip-flop` |
| Die area | `roughly 18000 sq um` |
| Placed cell area | `about 9200 sq um` |
| Post-synth EDFFs | `0` |
| YS chip area | `8543 sq um` |
| Routed len/inst | `about 15 um` |
| Drt pass-1 iters | `5` |
| Root buf cell | `clkbuf_16` |
| Detailed Route Iter0 Violations | `between 300 and 400` |
| Static Leak | `3.872 nW` |
| Pre-CTS setup slack | `between 5 and 6 ns` |
| Post-route clock period utilization | `57.31%` |
| Postcts setup bufs | `0` |
| Final setup vio count | `0` |
| CTS tree | `built` |
| Pint | `0.0008045 W` |
| Skew final | `about 0.0086 ns` |
| I/O Pins | `approximately 170` |
| Die height | `about 130 um` |
| FP Core Util | `51.33%` |
| Row cnt | `47` |
| Vias per inst | `5.214` |
| Post-route DRC violation count | `0` |
| Syn avg cell area | `7.697 sq um` |
| Final WS setup | `5.251 ns` |
| GRT overflow | `0` |
| Worst-Skew Late Latency | `0.41 ns` |
| Core area | `16640 sq um` |
| Via Count | `7305` |
| Total track usage | `25.82%` |
| Final hold viol count | `0` |
| CP Class | `flip-flop to primary output` |
| Vias in the first global route | `6716` |
| Power density cells | `104.7 nW/um^2` |
| Pins Over Slew Limit | `0` |
| Sw power | `0.0002272 W` |
synthesized netlist by cell type (3+ instances only):
cell      count  area [sq um]
a21oi_1     140         700.7
a211oi_1      4         30.03
a21oi_2       3         26.28
nor3b_1       5         37.54
o21ai_0      25         125.1
clkbuf_1     41         153.9
inv_1        41         153.9
nand2_1     246         923.4
dfxtp_1     135          2703
nor2b_1      10         62.56
and2_1        6         37.54
o22ai_1       3         18.77
a31oi_1      11         68.82
nand3_1      35         175.2
a22oi_1       3         22.52
buf_6         3         33.78
mux2_2       38         427.9
nand2b_1     10         62.56
nor3_1       11         55.05
nor2_1       73         274.0
xor2_1       17         148.9
and3_1        4         25.02
ha_1         68         850.8
xnor2_1      15         131.4
buf_4        65         488.0
o211ai_1      3         22.52
nor3_2        3         30.03
a21o_1       27         202.7
o21a_1        4         30.03
or3_1         6         37.54
or2_2         3         18.77
nand4_1       9         56.30
o31ai_1       3         22.52
power by group through the flow:
stage	clock network, W	registers, W	logic, W
5_1_grt	0.000567	0.000443	0.0000557
6_report	0.000538	0.000443	0.0000505
4_1_cts	0.000548	0.000443	0.0000509
worst paths after layout:
kind,from,end,slack (ns)
worst min-delay path,weight_address[9],weight_address[9],0.45
worst max-delay path,state[6],master_address[30],5.25
worst max register to register,count[29],state[2],9.80
worst min register to register,weight_address[9],weight_address[9],0.45
registers in the layout (all words and copies together), names as in the netlist:
| name | count |
|---|---|
| count | 32 |
| input_address | 32 |
| input_length | 32 |
| weight_address | 32 |
| state | 7 |
cell type report:
cell class | instances | area (sq um)
clock buffers | 22 | 484.2
clock inverters | 10 | 142.6
fillers | 1554 | 6792
inverters | 41 | 155.1
multi-input cells | 887 | 5258
flip-flops and latches | 135 | 2703
well taps | 220 | 275.3
repair buffers | 86 | 833.3
layer usage:
metal  up-vias  GRT usage (%)  wire length (um)
li1       3780              -                 -
met1      3376          38.60             10390
met2       138          42.02             10020
met3        11          3.945               869
met4         0          2.171               165
met5         -              0                 0
per-stage QoR:
step | total power (W) | instances | util, % | hold slack [ns]
final | 0.001032 | 1401 | 59.19 | 0.4495
after global routing | 0.001066 | 1401 | 59.19 | 0.4681
after CTS | 0.001042 | 1401 | 59.19 | 0.4541
after detailed placement | 0.0005032 | 1369 | 55.42 | 0.4451
after global placement | 0.0005035 | 1369 | 55.42 | 0.4394
after floorplan | 0.0004909 | 1174 | - | 0.4329
cells by family after synthesis:
group / share of synthesized area (%)
fa+ha+maj: 10.19
compound gates: 16.64
flops: 31.63
mux: 5.375
buf+inv: 9.812
simple gates: 23.02
other cells: 0.04389
xor+xnor: 3.281
critical path, cell delays in order, from the launching register on:
cell and delay [ns]:
dfxtp_1 0.35, nor2_1 0.32, buf_4 0.31, mux2_2 0.38, ha_1 0.22, fa_1 0.41, nand3_1 0.12, a21oi_1 0.11
o21bai_2 0.22, a21oi_2 0.12, o311ai_4 0.43, a211oi_1 0.15, or4b_1 0.48, nand2_1 0.10, clkdlybuf4s50_1 0.46
layout by cell type, fill, tap and decap left out, types with 6 or more instances in the layout:
cell type and instances:
or3_1 6, clkdlybuf4s50_1 75, xnor2_1 15, dfxtp_1 135, buf_4 11, a31oi_1 11
clkbuf_16 17, nor2_1 71, nor2b_1 10, xor2_1 17, nor3_1 10, nand4_1 9
a21oi_1 140, ha_1 68, nand3_1 35, nand2_1 246, mux2_2 38, conb_1 65
inv_1 40, and2_1 6, nand2b_1 10, a21o_1 27, o21ai_0 25
Power and IR drop assume default switching activity.
